==> /design/flow/design.v <==
module receiver(input  clk, reset, rdy_clr, rx, clk_en, output reg rdy, output reg [7:0]dout);
parameter idle_rx = 2'b00, start_rx = 2'b01, data_rx = 2'b10, stop_rx = 2'b11;
  reg [1:0]state;
  logic [3:0] sample;    
  logic [2:0] index;   
  logic [7:0] temp_rx;
  always @(posedge clk or posedge reset) begin
    if (reset) begin
      state   <= idle_rx;
      sample  <= 0;
      index <= 0;
      temp_rx <= 0;
      dout    <= 0;
      rdy     <= 0;
    end 
    else begin
      if (rdy_clr) 
         rdy <= 0;
      if (clk_en) begin
        case (state)
          idle_rx: begin
            if (!rx) begin  
              state  <= start_rx;
              sample <= 0;
            end
          end
          start_rx: begin
            sample <= sample + 1;
             if (sample == 7) begin  
              if (!rx) begin
                state   <= data_rx;
                index <= 0;
                sample  <= 0;
              end else begin
                state <= idle_rx;  
              end
            end
          end
          data_rx: begin
            sample <= sample + 1;
            if (sample == 15) begin  
              temp_rx[index] <= rx;
              index <= index + 1;
              sample  <= 0;
              if (index == 7) state <= stop_rx;
            end
          end
          stop_rx: begin
            sample <= sample + 1;
            if (sample == 7) begin  
              if (rx) begin
                dout <= temp_rx;
                rdy  <= 1;
              end
              state <= idle_rx;
              sample <= 0;
            end
          end
        endcase
      end
    end
  end
endmodule
==> /design/flow/run.sh <==
#!/bin/bash
# OpenROAD 26Q1-2900-gdf79404cd8, Yosys 0.63+post, stock flow scripts
make -C /OpenROAD-flow-scripts/flow DESIGN_CONFIG=/design/flow/config.mk WORK_HOME=/design/flow/orfs finish
==> /design/flow/config.mk <==
export PLATFORM = sky130hd
export DESIGN_NAME = receiver
export DESIGN_NICKNAME = receiver
export VERILOG_FILES = /design/flow/design.v
export SDC_FILE = /design/flow/constraint.sdc
export NUM_CORES = 4
export LEC_CHECK = 1
export CORE_AREA = 10 10 101 101
export DIE_AREA = 0 0 111 111
==> /design/flow/constraint.sdc <==
current_design receiver

set clk_period 2.6
set clk_io_pct 0.2

create_clock -name clk0 -period $clk_period [get_ports {clk}]

set non_clock_inputs [all_inputs -no_clocks]
set_input_delay [expr $clk_period * $clk_io_pct] -clock clk0 $non_clock_inputs
set_output_delay [expr $clk_period * $clk_io_pct] -clock clk0 [all_outputs]
==> run summary <==
Results of the run.

Setup repair after global routing left no endpoint under its margin. The top fanout value on the critical path is 6. The placeable core region is 8130 µm². The post-CTS setup repair buffer count is 0. Looking at the cell usage after synthesis, the top flip-flop cell is sky130_fd_sc_hd__dfrtp_1. The area after detailed placement is approximately 1700 µm². The via-per-instance ratio is a little under 4.

The synthesized netlist occupies a cell area of approximately 1400 µm². In this run the most critical hold path is launched from temp_rx[0]. Counting every instance in the synthesized netlist gives between 100 and 150.

The average instance in the mapped netlist occupies 11.3 µm². Per the timing report, the achievable frequency comes out to about 470 MHz. The chip height is 111 µm. The cell total in the yosys stat output is 125. The register bit total from synthesis is 28. The clock skew after layout is 0.00206 ns. The cell area power density is 860 nW/µm². The area of all placed cells without fillers is 1750 µm². By instance count, the leading cell after synthesis is sky130_fd_sc_hd__dfrtp_1.

The startpoint of the lowest-slack register-to-register path is state[2]. The initial DRC count is 74. Per Yosys stat, the portion of area used by sequential elements is 49.9%. The number of cells on the worst reg-to-reg path is 4. The number of core rows is 33. Antenna repair during routing inserted a diode count of 0. The area fraction of the largest cell type after synthesis is 48.0%. The final critical-path required period is 2.15 ns.

The die outline width is 111 µm. In the post-route report, total wirelength is listed as 2740 µm. The leakage power figure is 0.754 nW. The number of antenna violations at the first check in global routing came to 0. Across every metal layer, demand over resource in global routing totals 4.61%. The worst-case max-slew headroom was logged as 68.9%.

The clock reaches the later pin of the worst-skew pair after 0.27 ns. The reg2reg setup slack is around 0.62 ns. Summed over all nets, the half-perimeter wirelength after detailed placement is 2050 µm. The post-route DRC violation count is 0. Along the worst hold path, the cell count comes to 1. STA classifies the critical path endpoint as a flop. The flow ran to the end, and the final reports show no timing, DRC or antenna violations. Looking at the VDD voltage map, the peak drop is 0.216 mV. The via count of the first global-routing pass was 1002. The tally of buffers added on design ports is 13.

The first detailed-routing pass took 6 iterations. The yosys synthesis warning count is 1. Sorting the synthesized cells by area gives the leading types as sky130_fd_sc_hd__dfrtp_1, sky130_fd_sc_hd__mux2_2, sky130_fd_sc_hd__a22o_1. The script logs the mean routed wire length per placed instance as 11.1 µm.

The post-route setup TNS is 0 ns. The floorplan report gives the top-level pin count as 14. After synthesis, the share of flip-flops with an asynchronous set or reset is 100%. For reference, the most critical setup path is categorized as primary input to flop.

The number of clock buffers inserted by TritonCTS is 3. STA classifies the critical path startpoint as a primary input. Max-slew check failures listed in the final report amount to 0. The clock tree has to reach 28 sinks. The number of resized instances in the post-cts repair step is 0.

On the reported timing paths, the clock transition at the registers reads roughly 0.09 ns. The global placement routability congestion is 0.782. The actual transition at the worst max-transition pin is roughly 0.47 ns. The reported max-cap violation count is 0. The number of buffers inserted by hold repair at cts is 0. The min-delay analysis places its worst path in the category flop to flop. After layout, the worst path uses between 80% and 90% of the clock period.

The overall overflow remaining after global route is 0. The area enclosed by the die boundary is 12300 µm². The signal arrival time at the worst endpoint is ~2.3 ns. The first global-routing pass estimated around 5000 µm of wire. Across all stage logs, warnings added up to 28. The largest net degree at the start of global routing is 29. The final hold violation count is 0. The count of different cell masters after synthesis is 34. Counting along the longest clock path gives a buffer depth of 2. The ratio of cells with drive above 1 in the final layout is 15.5%. The detailed-route via count is between 900 and 1000. The synthesis-to-layout area growth is 24.4%. The Yosys chip area is 1410 µm². The clock root buffer is sky130_fd_sc_hd__clkbuf_8. Endpoints with negative setup slack in the final report add up to 0.

The library cell with the largest summed area after synthesis is sky130_fd_sc_hd__dfrtp_1. Before placement the cells fill ~17% of the core. The maximum level of the CTS H-tree is 1. The synthesis run shows the most used standard cells to be sky130_fd_sc_hd__dfrtp_1, sky130_fd_sc_hd__nand2_1, sky130_fd_sc_hd__a22o_1, sky130_fd_sc_hd__mux2_2, sky130_fd_sc_hd__inv_1. Once detail routing completed, the nets flagged for antenna violations numbered 0. The sink of the worst hold path is temp_rx[0]. TritonCTS built the clock tree. The end of the worst register-to-register path is temp_rx[7]. In this run, synthesis inferred 0 flip-flops with an integrated enable. The data required time at the worst endpoint is 2.77 ns.
==> cells in the final DEF (no fill, tap or decap), types with 2 or more instances in the layout <==
cell type,netlist,routed
sky130_fd_sc_hd__dfrtp_1,27,27
sky130_fd_sc_hd__nand2_1,17,17
sky130_fd_sc_hd__clkdlybuf4s50_1,0,13
sky130_fd_sc_hd__a22o_1,9,9
sky130_fd_sc_hd__mux2_2,9,9
sky130_fd_sc_hd__inv_1,8,8
sky130_fd_sc_hd__ha_1,6,6
sky130_fd_sc_hd__nor2_1,4,4
sky130_fd_sc_hd__and3_1,4,4
sky130_fd_sc_hd__mux2i_1,4,4
sky130_fd_sc_hd__nand3_1,3,3
sky130_fd_sc_hd__a31oi_1,3,3
sky130_fd_sc_hd__o21ai_0,3,3
sky130_fd_sc_hd__clkbuf_8,0,3
sky130_fd_sc_hd__buf_4,0,3
sky130_fd_sc_hd__a211oi_2,2,2
sky130_fd_sc_hd__nor3_1,2,2
sky130_fd_sc_hd__nor2b_1,2,2
sky130_fd_sc_hd__mux2_1,2,2
sky130_fd_sc_hd__o22ai_1,2,2
==> cell type report <==
type / count / area, µm²
Clock inverter: 1 / 30.0
Clock buffer: 3 / 41.3
Timing Repair Buffer: 16 / 153
Sequential cell: 28 / 702
Tap cell: 105 / 131
Inverter: 8 / 30.0
Fill cell: 845 / 6380
Multi-Input combinational cell: 86 / 663
==> how the worst max path moves through the flow <==
stage / from / to / cells past startpoint
finish: clk_en / temp_rx[7] / 5
global route: clk_en / temp_rx[0] / 5
CTS: clk_en / temp_rx[0] / 5
==> flip-flops by register name, summed over array words and instances (netlist names) <==
name / flops
rdy: 1
state: 4
temp_rx: 8
sample: 4
dout: 8
index: 3
==> where the power goes <==
group,switching [mW],internal (mW)
logic,0.228,0.245
clock network,0.133,0.206
registers,0.143,0.551
==> worst max-delay path, stage by stage <==
cell and delay, ns:
sky130_fd_sc_hd__clkdlybuf4s50_1 0.47, sky130_fd_sc_hd__or4b_4 0.51, sky130_fd_sc_hd__a211oi_2 0.45, sky130_fd_sc_hd__nand2_1 0.11
sky130_fd_sc_hd__a22o_1 0.24
==> kinds of logic (layout without fill, tap and decap cells) <==
group	after synthesis	count (layout)	synth area share (%)
AOI/OAI and AO/OA	25	25	15.4
and+or+nand+nor	38	38	13.5
buffers and inverters	11	28	3.02
muxes	15	15	11.6
xor gates and xnor gates	2	2	1.24
adders and majority gates	6	6	5.33
DFF	28	28	49.9
==> per-layer routing <==
layer	up-vias	part of all wire, %	global-route usage [%]
li1	487	-	-
met1	472	49	6.74
met2	16	45	6.92
met3	4	2.6	0.493
met4	0	2.4	1.48
met5	-	0	0
==> per-stage QoR <==
| step | instances | hold slack, ns | setup WS (ns) | power (mW) | utilization, % |
|---|---|---|---|---|---|
| 3_3_place_gp | 243 | 0.472 | 0.175 | 1.17 | 20.6 |
| 6_report | 247 | 0.503 | 0.453 | 1.51 | 21.5 |
| 5_1_grt | 247 | 0.544 | 0.389 | 1.64 | 21.5 |
| 4_1_cts | 247 | 0.507 | 0.472 | 1.53 | 21.5 |
| 2_1_floorplan | 125 | 0.456 | 0.715 | 1.03 | - |
| 3_5_place_dp | 243 | 0.480 | 0.169 | 1.18 | 20.6 |
Power is estimated from default activity; no workload was simulated.
